==> /design/flow/design.v <==
`timescale 1ns / 1ps
module InstructionDecoder(
		input [31:0] instr,
		output reg [3:0] opcode,
	   output reg [3:0] fCode,
		output reg [4:0] reg1,
		output reg [4:0] reg2,
		output reg [4:0] shamt,
		output reg [18:0] immediate,
		output reg [23:0] label
    );
	 always @(*)
	 begin 
		opcode = instr[31:28];  
		if(opcode == 4'b0000) 	 
			begin 
				fCode = instr[3:0];
				reg1 = instr[27:23];
				reg2 = instr[22:18];
				shamt = instr[17:13];
				immediate = 19'b0;	
				label = 24'b0;
			end
		else if (opcode ==  4'b0001)  
			begin 
				fCode = instr[3:0];
				reg1 = instr[27:23];
				reg2 = 5'b0;
				shamt = 5'b0;
				immediate = instr[22:4];
				label = 24'b0;
			end
		else if(opcode == 4'b0010)  
			begin 
				fCode = instr[1:0];
				reg1 = instr[27:23];
				reg2 = instr[22:18]; 
				shamt = 5'b0;
				immediate = {3'b0, instr[17:2]};	 
				label = 24'b0;
			end
		else if(opcode == 4'b0011)  
			begin 
				fCode = instr[3:0];
				reg1 =  instr[27:23];
				reg2 = 5'b0;
				shamt = 5'b0;
				immediate = 19'b0;
				label = {5'b0 , instr[22:4]};
			end
		else if(opcode == 4'b0100)   
			begin 
				fCode = instr[3:0];
				reg1 = 5'b0;
				reg2 = 5'b0;
				shamt = 5'b0;
				immediate = 19'b0;
				label = instr[27:4];
			end
		else  							 
			begin 
				fCode = 4'b0;
				reg1 = 5'b0;
				reg2 = 5'b0;
				shamt = 5'b0;
				immediate = 19'b0;
				label = 24'b0;
			end
	 end
endmodule
==> /design/flow/run.sh <==
#!/bin/bash
# OpenROAD 26Q1-2900-gdf79404cd8, Yosys 0.63+post, stock flow scripts
make -C /OpenROAD-flow-scripts/flow DESIGN_CONFIG=/design/flow/config.mk WORK_HOME=/design/flow/orfs finish
==> /design/flow/config.mk <==
export PLATFORM = sky130hd
export DESIGN_NAME = InstructionDecoder
export DESIGN_NICKNAME = InstructionDecoder
export VERILOG_FILES = /design/flow/design.v
export SDC_FILE = /design/flow/constraint.sdc
export NUM_CORES = 4
export LEC_CHECK = 1
export CORE_AREA = 10 10 84 84
export DIE_AREA = 0 0 94 94
==> /design/flow/constraint.sdc <==
current_design InstructionDecoder

set clk_period 5.9
set clk_io_pct 0.2

create_clock -name clk0 -period $clk_period

set non_clock_inputs [all_inputs -no_clocks]
set_input_delay [expr $clk_period * $clk_io_pct] -clock clk0 $non_clock_inputs
set_output_delay [expr $clk_period * $clk_io_pct] -clock clk0 [all_outputs]
==> node_exporter_impl.prom <==
# HELP chip_impl_metric Synthesis and place-and-route metrics
# TYPE chip_impl_metric gauge
chip_impl_metric{name="syn_to_final_growth",unit="%"} 115
chip_impl_metric{name="final.setup.tns",unit="ns"} 0
chip_impl_metric{name="yosysChipArea",unit="um2"} 840
chip_impl_metric{name="route.antenna.remaining_nets",unit=""} 0
chip_impl_info{name="hp-start",value="instr[0]"} 1
chip_impl_metric{name="die-width",unit="um"} 94
chip_impl_metric{name="place_worst_setup_slack",unit="ns"} 0.890
chip_impl_metric{name="global_route.usage.total",unit="%"} 9.40
chip_impl_metric{name="ys_cells",unit=""} 126
chip_impl_metric{name="maxSlewViolCount",unit=""} 0
chip_impl_metric{name="cts_hold_buf",unit=""} 0
chip_impl_metric{name="post_synth_cell_types",unit=""} 22
chip_impl_metric{name="switchingPower",unit="W"} 0.0000296
chip_impl_info{name="min_delay_worst_endpoint",value="fCode[0]"} 1
chip_impl_metric{name="worst_pin_slew",unit="ns"} 0.842
chip_impl_metric{name="yosys.stat.seqShare",unit="%"} 0
chip_impl_info{name="main_area_contributors_after_synthesis",value="nand3b_1, and2_1, a21oi_1, a21boi_0, a21boi_1"} 1
chip_impl_info{name="status",value="completed"} 1
chip_impl_metric{name="crit_path_max_fanout",unit=""} 22
chip_impl_metric{name="netlist.area_leader.share",unit="%"} 28.6
chip_impl_metric{name="post_route_cells_drive_above_1_share",unit="%"} 2.43
chip_impl_metric{name="detailedPlacementHpwl",unit="mm"} 3.57
chip_impl_info{name="dominant_cell_type_by_count_on_the_critical_path",value="clkdlybuf4s50_1"} 1
chip_impl_metric{name="final_period_minus_worst_setup_slack",unit="ns"} 4.97
chip_impl_info{name="slowest_stage",value="clkdlybuf4s50_1"} 1
chip_impl_metric{name="post-cts-setup-buffer-count",unit=""} 0
chip_impl_metric{name="n_sequential_cell",unit=""} 0
chip_impl_metric{name="sequentialPowerShare",unit="%"} 0
chip_impl_metric{name="power.ir.vdd_worst",unit="V"} 0.0000281
chip_impl_metric{name="syn-cell-area",unit="um2"} 840
chip_impl_info{name="crit_path_cell_trace",value="clkdlybuf4s50_1 > nand4bb_1 > a21boi_0 > clkdlybuf4s50_1"} 1
chip_impl_metric{name="total_i_o_pin_count",unit=""} 98
chip_impl_metric{name="p_per_cell_area",unit="nW/um2"} 46.5
chip_impl_metric{name="row_count",unit=""} 26
chip_impl_metric{name="first_global_vias",unit=""} 1214
chip_impl_metric{name="antenna_found_initial",unit=""} 0
chip_impl_metric{name="fp_util",unit="%"} 16.1
chip_impl_metric{name="share_comb_of_total_power",unit="%"} 100.0
chip_impl_metric{name="cap_violations",unit=""} 0
chip_impl_metric{name="cts_resized",unit=""} 0
chip_impl_metric{name="overflow",unit=""} 0
chip_impl_metric{name="worst_ep_arrival_time",unit="ns"} 3.79
chip_impl_metric{name="final_estimated_routing_congestion_in_global_placement",unit=""} 0.706
chip_impl_metric{name="postLayoutCoreUtil",unit="%"} 34.7
chip_impl_metric{name="place_inst",unit=""} 276
chip_impl_metric{name="port_buffers",unit=""} 98
chip_impl_metric{name="final_wirelength",unit="mm"} 4.46
chip_impl_metric{name="grt_start_max_net_pins",unit=""} 26
chip_impl_info{name="final_cell_mix",value="clkdlybuf4s50_1, nand3b_1, a21oi_1"} 1
chip_impl_info{name="highest_count_logic_cell_in_the_final_layout",value="clkdlybuf4s50_1"} 1
chip_impl_metric{name="detail_route.iter0.violations",unit=""} 64
chip_impl_info{name="critPathCaptureType",value="primary output"} 1
chip_impl_metric{name="postSynthAreaPerCell",unit="um2"} 6.66
chip_impl_metric{name="slew_headroom",unit="%"} 43.6
chip_impl_metric{name="final-hold-violation-count",unit=""} 0
chip_impl_metric{name="core_area",unit="um2"} 5200
chip_impl_metric{name="critical_path.max_stage_delay",unit="ns"} 0.88
chip_impl_metric{name="wl_per_cell",unit="um"} 16.2
chip_impl_metric{name="die_area",unit="um2"} 8840
chip_impl_metric{name="p_leak",unit="nW"} 0.605
chip_impl_metric{name="synthCells",unit=""} 126
chip_impl_metric{name="clock.fmax",unit="GHz"} 0.201
chip_impl_metric{name="post-route-period-util",unit="%"} 84.2
chip_impl_metric{name="stdcell_count",unit=""} 276
chip_impl_metric{name="critPathRequiredTime",unit="ns"} 4.72
chip_impl_metric{name="cellInternalPower",unit="W"} 0.0000544
chip_impl_metric{name="power.total",unit="W"} 0.0000840
chip_impl_metric{name="post-route-drc-count",unit=""} 0
chip_impl_info{name="top_area_cell",value="nand3b_1"} 1
chip_impl_metric{name="final.clkbuf_count",unit=""} 0
chip_impl_metric{name="grt_first_pass_wirelength",unit="mm"} 6.79
chip_impl_metric{name="switching_share",unit="%"} 35.2
chip_impl_metric{name="seq_area",unit="um2"} 0
chip_impl_metric{name="average_via_count_per_standard_cell",unit=""} 4.36
chip_impl_info{name="rsz0062_at_grt",value="false"} 1
chip_impl_info{name="worst_hold_path_type",value="in -> out"} 1
chip_impl_metric{name="post-route-worst-setup-slack",unit="ns"} 0.934
chip_impl_metric{name="setup_viol",unit=""} 0
chip_impl_info{name="cp-start-kind",value="primary input"} 1
chip_impl_info{name="critical_path_class",value="in -> out"} 1
chip_impl_metric{name="route.vias.total",unit=""} 1202
chip_impl_metric{name="iteration_count_of_the_initial_detailed_routing_pass",unit=""} 4
chip_impl_metric{name="dieHeight",unit="um"} 94
chip_impl_metric{name="worst_hold_path.num_cells",unit=""} 3
chip_impl_metric{name="antenna_cells",unit=""} 0
chip_impl_metric{name="warning_count",unit=""} 32
chip_impl_metric{name="yosysWarnings",unit=""} 1
chip_impl_metric{name="p_clk_share",unit="%"} 0
## worst max path at each step
| stage | from | endpoint | slack, ns | cells after the start |
|---|---|---|---|---|
| finish | instr[28] | label[6] | 0.93 | 4 |
| global route | instr[28] | label[1] | 0.60 | 4 |
| CTS | instr[28] | label[0] | 0.88 | 4 |
## synthesized netlist by cell type (4+ instances only)
cell and number:
a21boi_0 9, a21oi_1 16, and3_1 8, and2_1 15, nand3b_1 32, clkbuf_1 13, a21boi_1 9, buf_4 4
## power by group through the flow
stage / sequential, W / combinational (W) / clock (W)
final: 0 / 0.0000840 / 0
after CTS: 0 / 0.0000857 / 0
after global routing: 0 / 0.0000925 / 0
## cells by family after synthesis
logic type | synth area share, %
and+or+nand+nor | 55.3
buffers and inverters | 14.8
AOI/OAI and AO/OA | 30.0
## per-layer routing
metal | track usage (%) | vias to the layer above | share of wire, %
met5 | 0 | - | 0
met1 | 12.1 | 541 | 43
met3 | 2.26 | 0 | 7.6
li1 | - | 617 | -
met2 | 16.4 | 44 | 50
met4 | 0 | 0 | 0
## through the flow
step                area [um2]  hold WS [ns]
finish                    1810          3.28
detailed placement        1810          3.29
global placement          1810          3.29
global route              1810          3.31
floorplan                  840          2.39
CTS                       1810          3.29
## worst max-delay path, delay by kind of cell
| family | cells | cell delay [ns] |
|---|---|---|
| and+or+nand+nor | 1 | 0.80 |
| buffers and inverters | 2 | 1.40 |
| AOI/OAI and AO/OA | 1 | 0.41 |
## layout make-up
class	instances	area (um2)
inverters	2	7.51
multi-input cells	104	716
repair buffers	100	996
well taps	70	87.6
fillers	569	3400
Power is estimated from default activity; no workload was simulated.
