`flow/config.mk`:
```
export PLATFORM = sky130hd
export DESIGN_NAME = ALU_Logic_Block
export DESIGN_NICKNAME = ALU_Logic_Block
export VERILOG_FILES = /design/flow/design.v
export SDC_FILE = /design/flow/constraint.sdc
export NUM_CORES = 4
export LEC_CHECK = 1
export CORE_UTILIZATION = 50
```
`flow/constraint.sdc`:
```
current_design ALU_Logic_Block

set clk_period 11.4
set clk_io_pct 0.2

create_clock -name clk0 -period $clk_period

set non_clock_inputs [all_inputs -no_clocks]
set_input_delay [expr $clk_period * $clk_io_pct] -clock clk0 $non_clock_inputs
set_output_delay [expr $clk_period * $clk_io_pct] -clock clk0 [all_outputs]
```
`flow/design.v`:
```
`timescale 1ns / 1ps
module ALU_Logic_Block(	
	input [31:0] A,
	input [31:0] B,
	input shiftDir,
	input shiftOp,
	input [3:0] ALUctrlOP,
	output reg [31:0] ALUres,
	output reg zeroFlag,
	output reg signFlag,
	output reg carryFlag,
   output reg overflow
	 );
	wire [31:0] rlRes, llRes, raRes, addRes, subRes;
	wire addOverflow, tmpVal, tmpCout, addCout;
	adder_32B adderM(.A(A), .B(B), .sum(addRes), .Cout(addCout), .overflow(addOverflow));
	LogicalShifter RSL(A, B[4:0], 1'b0, rlRes);
	LogicalShifter LSL(A, B[4:0], 1'b1, llRes);
	ArithmeticShifter ASR(A, B[4:0], raRes);
	always @(*)
		begin 
			carryFlag = 1'b0;  
			zeroFlag = 1'b0;  
			signFlag = 1'b0;
			overflow = 1'b0;
			case(ALUctrlOP)
				4'b0000: 	 
					begin  
						ALUres = A ^ B;
						zeroFlag = (ALUres == 32'b0);  
						signFlag = ALUres[31];
					end
				4'b0001: 	 
					begin
						ALUres = A & B; 
						zeroFlag = (ALUres == 32'b0);  
						signFlag = ALUres[31];
					end
				4'b0010: 	 
				begin
					ALUres = addRes;
					zeroFlag = (ALUres == 32'b0);  
					signFlag = ALUres[31];
					carryFlag = addCout;
					overflow = addOverflow;
				end
				4'b0011:    
				begin
					ALUres = ~B + 1; 
					zeroFlag = (ALUres == 32'b0);  
					signFlag = ALUres[31];
				end
				4'b0100:    
				begin	
					if(shiftOp == 0)	 
						begin
							if(shiftDir == 0)	 
								ALUres = llRes;
							else
								ALUres = rlRes;
						end
					else				 
						begin
							ALUres = raRes;
						end
				end
				4'b0101:		 
				begin
					ALUres = A;
					zeroFlag = (ALUres == 32'b0);  
					signFlag = ALUres[31];
				end
				default:
				begin
					ALUres = A;
				end
			endcase
		end
endmodule
`timescale 1ns / 1ps
module ArithmeticShifter(
    input [31:0] inp,
    input [4:0] shamt,
    output [31:0] out
    );
	 assign out = inp >>> shamt;
endmodule
`timescale 1ns / 1ps
module LogicalShifter(
    input [31:0] inpVal,
    input [4:0] shamt,
    input dir,
    output [31:0] out
);
	 wire [31:0] lsRes, rsRes;
	 assign lsRes = inpVal << shamt;
	 assign rsRes = inpVal >> shamt;
	 assign out = dir ? lsRes : rsRes;
endmodule
`timescale 1ns / 1ps
module adder_16B(sum, Cout, A, B, Cin);
	input[15:0] A, B;
	input Cin; 
	output[15:0] sum;
	output Cout;
	wire temp;
	adder_8B rca_8_1(.Cin(Cin), .A(A[7:0]), .B(B[7:0]), .Cout(temp), .sum(sum[7:0]));
	adder_8B rca_8_2(.Cin(temp), .A(A[15:8]), .B(B[15:8]), .Cout(Cout), .sum(sum[15:8]));
endmodule
`timescale 1ns / 1ps
module adder_1B(sum, Cout, A, B, Cin);
	input A, B, Cin;	
	output sum, Cout;
	assign sum  = (A ^ B) ^ Cin;
	assign Cout = (A & B) | (B & Cin) | (A & Cin);
endmodule
`timescale 1ns / 1ps
module adder_32B(
	 input [31:0] A,
    input [31:0] B,
    output [31:0] sum,
	 output Cout, 
	 output overflow 
    );
	wire temp;
   adder_16B rca_16_1(.Cin(1'b0), .A(A[15:0]), .B(B[15:0]), .Cout(temp), .sum(sum[15:0]));
   adder_16B rca_16_2(.Cin(temp), .A(A[31:16]), .B(B[31:16]), .Cout(Cout), .sum(sum[31:16]));
	assign overflow = (A[31] & B[31] & sum[31]) | ((~A[31]) & (~B[31]) & sum[31]); 
endmodule
`timescale 1ns / 1ps
module adder_8B(sum, Cout, A, B, Cin);
	input[7:0] A, B;
	input Cin; 
	output[7:0] sum;
	output Cout;
	wire[6:0] temp;
	adder_1B fa_1(.Cin(Cin), .A(A[0]), .B(B[0]), .Cout(temp[0]), .sum(sum[0]));
	adder_1B fa_2(.Cin(temp[0]), .A(A[1]), .B(B[1]), .Cout(temp[1]), .sum(sum[1]));
	adder_1B fa_3(.Cin(temp[1]), .A(A[2]), .B(B[2]), .Cout(temp[2]), .sum(sum[2]));
	adder_1B fa_4(.Cin(temp[2]), .A(A[3]), .B(B[3]), .Cout(temp[3]), .sum(sum[3]));
	adder_1B fa_5(.Cin(temp[3]), .A(A[4]), .B(B[4]), .Cout(temp[4]), .sum(sum[4]));
	adder_1B fa_6(.Cin(temp[4]), .A(A[5]), .B(B[5]), .Cout(temp[5]), .sum(sum[5]));
	adder_1B fa_7(.Cin(temp[5]), .A(A[6]), .B(B[6]), .Cout(temp[6]), .sum(sum[6]));
	adder_1B fa_8(.Cin(temp[6]), .A(A[7]), .B(B[7]), .Cout(Cout), .sum(sum[7]));
endmodule
```
`flow/run.sh`:
```
#!/bin/bash
# OpenROAD 26Q1-2900-gdf79404cd8, Yosys 0.63+post, stock flow scripts
make -C /OpenROAD-flow-scripts/flow DESIGN_CONFIG=/design/flow/config.mk WORK_HOME=/design/flow/orfs finish
```
==> results.toml <==
# yosys + openroad results
[run_status]
outcome = "complete, but fails checks"
failing_checks = "negative setup slack"

[placement]
routability_cong = 1.164
placement.io_buffers = 106
place_area_sq_um = 8666
dp.final_hpwl_mm = 26.69
place.detailed.instances = 1241

[finish]
ff_latch_area_sq_um = 0
fin_util_pct = 67.05
area_delta_synth_final_pct = 29.94
seq_cell_count = 0
final_cell_count_without_fillers = 1253
post-route-cell-area_sq_um = 8950
nFillCells = 1110
layout-drive-gt1-share_pct = 26.83
final.clkbuf_count = 0
layout.area.comb_sq_um = 6663

[global_routing]
initial_antenna_violation_count = 0
global_route.usage.met1_pct = 65.35
global_route.peak_usage_layer = "met2"
track_usage_pct = 50.20
grt_use_met3_pct = 26.27
grt_start_max_net_pins = 63
vias_in_the_first_global_route = 8663
grt_pass1_wl_mm = 51.21
gr-total-overflow = 0
gr_layer_usage_met2_pct = 69.15

[route]
post-route-drc-count = 0
viasPerCell = 7.314
dr.first_iter.drc_count = 1273
via_count = 9164
route.antenna.remaining_nets = 0
detail_route.wl_per_cell_um = 27.93
length_of_the_first_detailed_routing_pass_in_iterations = 8
finalWirelength_mm = 35.00
count_of_inserted_antenna_diode_cells = 0

[pwr]
power_density_nw_per_um2 = 49.80
power_frac_clock_pct = 0
power_switching_mw = 0.2476
switching_share_of_power_pct = 55.57
power_report.internal_total_mw = 0.1980
power.static_leakage_nw = 3.426
max-vdd-ir-drop_v = 0.00003701
comb_power_share_pct = 100.0
power_frac_seq_pct = 0

[synthesis]
yosysWarnings = 1
synth.yosys.chip_area_sq_um = 6888
yosys_stat_cell_total = 939
top_area_share_pct = 10.14
number_of_distinct_library_cells_after_synthesis = 72
post_synth_instance_area_sq_um = 6888
synth_top_cell_by_count = "nor2_1"
synth-seq-area-share_pct = 0
post_synth_main_area_contributors = "mux4_2 (10%), fa_1 (9.0%), mux2i_1 (7.3%), ha_1 (6.5%), nor2_1 (5.7%)"
post-synth-top-area-cell = "mux4_2"
avgSynthCellArea_sq_um = 7.335
synthCells = 939
post_synth_most_frequent_cells = "nor2_1 (104), nand2_1 (64), inv_1 (61)"

[timing]
finalHoldViolations = 0
period_used_pct = 147.7
grt_setup_unrepaired = "yes"
max_slew_headroom_at_the_worst_pin_pct = 24.77
achievable-frequency_mhz = 59.38
maxSlewViolCount = 0
hold-worst-slack_ns = 5.299
fin_crit_ns = 16.84
worst-slew-pin-transition_ns = 1.100
setup_viol_count_final = 19
timing.final.ws_setup_ns = -5.440

[worst_setup_path]
critical_path.slowest_cell = "or4bb_1"
worstPathArrival_ns = 14.56
endpoint_kind = "output port"
worst_path_most_repeated_cell = "fa_2"
cp-start-kind = "primary input"
critPathMaxStageDelay_ns = 0.52
kind_of_critical_path = "in2out"
critPathMaxFanout = 2
worst-endpoint-required_ns = 9.12

[clock_tree]
holdBufCountCts = 0

[die]
dieArea_sq_um = 14250
die_width_um = 119.4
die_height_um = 119.4
placement_rows = 42
placeable_core_region_sq_um = 13350
fp_util_pct = 51.60
io_pins = 106

[job]
max-cap-violations = 0
warning_count = 39

[worst_hold_path]
hold_class = "in2out"
==> metrics by stage <==
| step | power (mW) | setup slack (ns) | TNS, ns |
|---|---|---|---|
| finish | 0.4457 | -5.440 | -59.13 |
| CTS | 0.4260 | -5.412 | -58.36 |
| floorplan | 0.2170 | -4.876 | -49.40 |
| global placement | 0.3936 | -6.122 | -73.61 |
| detailed placement | 0.3953 | -6.152 | -74.20 |
| global route | 0.4654 | -5.726 | -63.03 |
==> placed cells by master, fill, tap and decap left out, drive strengths merged, types with 38 or more instances in the layout <==
cell | netlist | routed
o21ai | 52 | 52
a21oi | 60 | 60
nor2 | 105 | 105
buf | 29 | 132
mux2i | 50 | 50
nand2 | 64 | 64
clkdlybuf4s50 | 0 | 80
inv | 62 | 62
nor3 | 39 | 39
nor4 | 38 | 38
==> cells by family (layout without fill, tap and decap cells) <==
logic type	after synthesis	after routing	share of synthesized area (%)
xor+xnor	35	35	4.451
simple gates	324	324	23.81
compound gates	260	260	25.58
mux	113	113	22.63
buf+inv	140	278	7.974
fa+ha+maj	67	67	15.55
==> routing by layer <==
metal	vias up	part of all wire [%]
met5	-	0.17
met4	4	6.5
met3	179	17
met2	813	40
met1	4281	36
li1	3887	-
==> what timing repair did <==
action | in CTS | in global routing
pin swaps | 33 | 23
setup endpoints to repair | 21 | 21
buffers inserted | 15 | 5
resized | 130 | 17
==> cell type report <==
type | count | share of cell area, %
multi-input combinational | 799 | 74.44
timing repair buffer | 214 | 20.27
inverter | 64 | 2.824
tap | 176 | 2.461
==> critical path: cells and delay by family <==
family                   cells  cell delay [ns]
adder cells (fa/ha/maj)     32            10.87
AND/OR/NAND/NOR              3             0.91
buffers and inverters        4             0.33
AND-OR/OR-AND                2             0.17
==> power by group through the flow <==
stage                 clock network [mW]  logic (mW)  registers (mW)
after CTS                              0       0.426               0
final                                  0       0.446               0
after global routing                   0       0.465               0
==> worst paths after layout <==
path / start / to / slack (ns) / cells past startpoint
setup / recovery: A[0] / zeroFlag / -5.44 / 41
hold / removal: A[1] / ALUres[1] / 5.30 / 5
Power figures rest on the tool's default switching activity, not on a simulated workload.
