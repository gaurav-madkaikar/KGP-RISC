<file path="flow/run.sh">
#!/bin/bash
# OpenROAD 26Q1-2900-gdf79404cd8, Yosys 0.63+post, stock flow scripts
make -C /OpenROAD-flow-scripts/flow DESIGN_CONFIG=/design/flow/config.mk WORK_HOME=/design/flow/orfs finish
</file>
<file path="flow/config.mk">
export PLATFORM = sky130hd
export DESIGN_NAME = RegisterFile
export DESIGN_NICKNAME = RegisterFile
export VERILOG_FILES = /design/flow/design.v
export SDC_FILE = /design/flow/constraint.sdc
export NUM_CORES = 4
export LEC_CHECK = 1
export CORE_UTILIZATION = 40
</file>
<file path="flow/constraint.sdc">
current_design RegisterFile

set clk_period 5.1
set clk_io_pct 0.2

create_clock -name clk0 -period $clk_period [get_ports {clk}]

set non_clock_inputs [all_inputs -no_clocks]
set_input_delay [expr $clk_period * $clk_io_pct] -clock clk0 $non_clock_inputs
set_output_delay [expr $clk_period * $clk_io_pct] -clock clk0 [all_outputs]
</file>
<file path="flow/design.v">
`timescale 1ns / 1ps
module RegisterFile(
	input clk,
	input [4:0] reg1,
	input  [4:0] reg2,
	input [4:0]  write_reg,
	input regWrite,
	input [31:0] writeData,
	input reset,
	output reg [31:0] data1,
	output reg [31:0] data2
   );
	reg [31:0] rg[31:0];     
 initial
			begin
				rg[0] = 32'b0;  rg[1] = 32'b0; rg[2] = 32'b0; rg[3] = 32'b0; 
				rg[4] = 32'b0;  rg[5] = 32'b0; rg[6] = 32'b0; rg[7] = 32'b0; 
				rg[8] = 32'b0;  rg[9] = 32'b0; rg[10] = 32'b0; rg[11] = 32'b0; 
				rg[12] = 32'b0;  rg[13] = 32'b0; rg[14] = 32'b0; rg[15] = 32'b0; 
				rg[16] = 32'b0;  rg[17] = 32'b0; rg[18] = 32'b0; rg[19] = 32'b0; 
				rg[20] = 32'b0;  rg[21] = 32'b0; rg[22] = 32'b0; rg[23] = 32'b0; 
				rg[24] = 32'b0;  rg[25] = 32'b0; rg[26] = 32'b0; rg[27] = 32'b0; 
				rg[28] = 32'b0;  rg[29] = 32'b0; rg[30] = 32'b0; rg[31] = 32'b0; 
			end
		always @(*)
		begin
			data1 = rg[reg1];
			data2 = rg[reg2]; 
		end
	always @(posedge clk)  
	begin
		if(regWrite) 		 
			rg[write_reg] = writeData;
	end
endmodule
</file>
==> load_flow_metrics.sql <==
-- generated from flow reports
INSERT INTO impl_metrics (metric_group, metric, value, unit) VALUES
('status', 'status', 'finished, final reports clean', ''),
('timing', 'holdWs', '1160', 'ps'),
('yosys', 'synthCells', '3386', ''),
('pwr', 'p_comb_share', '9.6', '%'),
('timing', 'grt_setup_unrepaired', 'no', ''),
('clock_tree', 'cts.sink_count', '1024', ''),
('critical_path', 'cpLargestDelayFamily', 'buffers and inverters', ''),
('floorplan', 'floorplan_die_height', '351', 'um'),
('yosys', 'yosysWarnings', '1', ''),
('critical_path', 'worst-endpoint-required', '4080', 'ps'),
('clock_tree', 'cts_root_buffer', 'clkbuf_16', ''),
('pwr', 'seq_power_share', '50.2', '%'),
('yosys', 'yosys-stat-area', '48800', 'um2'),
('pwr', 'ir_drop', '268', 'uV'),
('placement', 'gp_routability_congestion', '0.869', ''),
('floorplan', 'num_rows', '127', ''),
('floorplan', 'core-area', '120000', 'um2'),
('yosys', 'number_of_standard_cells_reported_by_yosys', '3386', ''),
('critical_path', 'worst_setup_path_end_kind', 'output port', ''),
('critical_path', 'crit_path_max_incr_delay', '650', 'ps'),
('global_routing', 'grt_start_max_net_pins', '80', ''),
('critical_path', 'crit_path_cell_trace', 'clkdlybuf4s50_1 -> nor2b_4 -> buf_12 -> buf_12 -> a22oi_1 -> a31oi_1 -> nand3_1 -> clkdlybuf4s50_1', ''),
('pwr', 'leakage_power', '0.0207', 'uW'),
('global_routing', 'met1_usage', '32.2', '%'),
('critical_path', 'worst-path-max-fanout', '22', ''),
('critical_path', 'cp.buffers_inverters', '4', ''),
('pwr', 'power-per-cell-area', '333', 'nW/um2'),
('worst_hold_path', 'holdCritPathClass', 'in -> reg', ''),
('critical_path', 'critical-path-slowest-cell', 'clkdlybuf4s50_1', ''),
('global_routing', 'met3_usage_in_global_routing', '17.4', '%'),
('yosys', 'syn_avg_cell_area', '14.4', 'um2'),
('timing', 'maxSlewViolCount', '0', ''),
('timing', 'fmaxAchievable', '209', 'MHz'),
('yosys', 'postSynthRegisterBits', '1024', ''),
('global_routing', 'grt_util_all_layers', '26.4', '%'),
('pwr', 'netSwitchingPower', '4270', 'uW'),
('route', 'detail_route.vias_per_cell', '5.89', ''),
('timing', 'final.min_clock_period', '4780', 'ps'),
('yosys', 'postSynthSeqShare', '63.0', '%'),
('pwr', 'power.share.clock', '40.1', '%'),
('clock_tree', 'cts.clk_slew.worst_paths', '50', 'ps'),
('timing', 'tightest_slew', '1010', 'ps'),
('floorplan', 'floorplan.core_util', '40.5', '%'),
('floorplan', 'floorplan.die.width', '351', 'um'),
('job', 'max-cap-violations', '0', ''),
('clock_tree', 'post_cts_buffers', '0', ''),
('worst_hold_path', 'timing.hold.worst.start', 'writeData[11]', ''),
('floorplan', 'ioPinCount', '114', ''),
('final_layout', 'largest_reg_flops', '1024', ''),
('route', 'post_drt_wl_per_cell', '28.8', 'um'),
('route', 'drt-pass1-iter-count', '5', ''),
('placement', 'dp_hpwl', '86.9', 'mm'),
('clock_tree', 'tritoncts', 'yes', ''),
('route', 'dr.first_iter.drc_count', '2153', ''),
('timing', 'timing.final.crit_share', '93.8', '%'),
('clock_tree', 'cts-buffers-inserted', '106', ''),
('final_layout', 'layout.filler_cells', '10400', ''),
('critical_path', 'cp.arrival', '3760', 'ps'),
('timing', 'tns', '0', 'ps'),
('global_routing', 'busiest_layer', 'met2', ''),
('final_layout', 'drive_above_1_share', '10.7', '%'),
('job', 'tool_warnings', '27', ''),
('global_routing', 'overflow', '0', ''),
('final_layout', 'flow.area_growth_from_synthesis', '15.4', '%'),
('route', 'final_antenna_net_count', '0', ''),
('pwr', 'p_sw_share', '22.8', '%'),
('final_layout', 'final_layout_top_logic_cells', 'mux2i_1 (1024), edfxtp_1 (1024), nand3_1 (194)', ''),
('floorplan', 'design.die.area', '123000', 'um2'),
('route', 'drt-total-wl', '151', 'mm');
[per-layer routing]
layer	wire length (um)	part of all wire (%)	vias up
li1	-	-	13700
met1	52500	35	15100
met2	69600	46	1715
met3	23100	15	296
met4	5520	3.7	12
met5	78	0.052	-
[cells by family after synthesis]
kind of cell	Yosys count	synth area share, %
AND-OR/OR-AND	576	8.04
buffers and inverters	253	3.21
flip-flops	1024	63.0
multiplexers	1024	21.0
AND/OR/NAND/NOR	509	4.71
[final cells by class]
cell class                      instances  area [um2]  share of cell area [%]
Sequential cell                      1024       30700                    54.6
Multi-Input combinational cell       2109       16800                    29.8
Timing Repair Buffer                  306        3410                    6.06
Clock buffer                          128        2800                    4.97
Tap cell                             1612        2020                    3.58
Clock inverter                         61         537                   0.953
Antenna cell                            1        2.50                 0.00445
[per-stage QoR]
stage	power (uW)	setup slack (ps)	util [%]	instance area, um2	std cells
final	18700	317	46.7	56300	5241
after global routing	19300	214	46.7	56300	5241
after CTS	18800	357	46.7	56300	5240
after detailed placement	11400	373	44.0	53000	5051
after global placement	11400	371	44.0	53000	5051
after floorplan	10500	1650	-	48800	3386
[synth_stat cells (all sizes together)]
cell	n	share of area (%)
a22oi	192	3.0
nor2b	4	0.051
a21oi	192	2.0
or3b	3	0.054
nor2	35	0.27
and2	2	0.026
a31oi	64	0.82
clkbuf	90	0.72
edfxtp	1024	63
nand3	194	2.0
or2	2	0.026
nand2b	4	0.051
buf	163	2.5
or3	1	0.013
mux2i	1024	21
nor3	64	0.66
nand3b	5	0.077
nand2	195	1.5
a22o	128	2.3
[how the worst max path moves through the flow]
stage	start	end	slack (ps)	cells past startpoint
after global routing	reg2[2]	data2[5]	210	8
final	reg1[2]	data1[10]	320	8
after CTS	reg2[2]	data2[9]	360	8
[power groups by stage]
stage     logic [uW]  clock network, uW  registers (uW)
6_report        1800               7510            9400
5_1_grt         1920               7930            9410
4_1_cts         1790               7620            9400
Power figures rest on the tool's default switching activity, not on a simulated workload.
